==> flow/design.v <==
module AhbConvert(
	input HCLK,
	input HRESETn,
	input        HSEL,
	input [31:0] HADDR,
	input        HWRITE,
	input [ 1:0] HTRANS,
	input [ 2:0] HSIZE,
	input [ 2:0] HBURST,
	output logic        HREADY,
	output logic [ 1:0] HRESP,
	output logic        o_we,
	output logic [29:0] o_waddr,
	output logic        o_re,
	output logic [29:0] o_raddr
);
logic valid_trans, valid_write, valid_read, conflict;
assign HRESP = '0;
always_comb begin
	o_raddr = HADDR[31:2];
	valid_trans = HSEL && HTRANS[1];
	valid_write = valid_trans && HWRITE;
	valid_read = valid_trans && !HWRITE;
	conflict = o_we && valid_read && (o_raddr == o_waddr);
	HREADY = !conflict;
	o_re = valid_read && !conflict;
end
always_ff @(posedge HCLK or negedge HRESETn) begin
	if (!HRESETn) begin
		o_we <= 1'b0;
	end else begin
		o_we <= valid_write && HREADY;
	end
end
always_ff @(posedge HCLK or negedge HRESETn) begin
	if (!HRESETn) begin
		o_waddr <= '0;
	end else if (valid_write) begin
		o_waddr <= HADDR[31:2];
	end
end
endmodule
==> flow/run.sh <==
#!/bin/bash
# OpenROAD 26Q1-2900-gdf79404cd8, Yosys 0.63+post, stock flow scripts
make -C /OpenROAD-flow-scripts/flow DESIGN_CONFIG=/design/flow/config.mk WORK_HOME=/design/flow/orfs finish
==> flow/config.mk <==
export PLATFORM = sky130hd
export DESIGN_NAME = AhbConvert
export DESIGN_NICKNAME = AhbConvert
export VERILOG_FILES = /design/flow/design.v
export SDC_FILE = /design/flow/constraint.sdc
export NUM_CORES = 4
export LEC_CHECK = 1
export CORE_AREA = 10 10 108 108
export DIE_AREA = 0 0 118 118
==> flow/constraint.sdc <==
current_design AhbConvert

set clk_period 2.9
set clk_io_pct 0.2

create_clock -name clk0 -period $clk_period [get_ports {HCLK}]

set non_clock_inputs [all_inputs -no_clocks]
set_input_delay [expr $clk_period * $clk_io_pct] -clock clk0 $non_clock_inputs
set_output_delay [expr $clk_period * $clk_io_pct] -clock clk0 [all_outputs]
==> impl_metrics.env <==
# implementation run metrics
export IMPL_outcome="finished clean"
export IMPL_synth_cells_most_frequent="buf_4, dfrtp_1, xnor2_1, mux2_2, mux2_1"
export IMPL_post_drt_wl_per_cell_um=13.9
export IMPL_yosysCellCount=145
export IMPL_ir_drop_mv=0.163
export IMPL_core_area_sq_um=9280
export IMPL_r2r_start="o_waddr[2]"
export IMPL_crit_required_ns=2.32
export IMPL_synth_top_area_share=0.444
export IMPL_pwr_share_clk=0.237
export IMPL_cts_sinks=31
export IMPL_synth_distinct_cells=18
export IMPL_postCtsHoldBufs=0
export IMPL_critPathKind="input port to primary output"
export IMPL_fin_crit_ns=2.76
export IMPL_pwr_share_comb=0.333
export IMPL_final_antenna_net_count=0
export IMPL_synth_seq_share=0.444
export IMPL_ys_flops=31
export IMPL_cts_path_max_buffers=2
export IMPL_final_max_slew_viol_count=0
export IMPL_timing_fmax_ghz=0.362
export IMPL_critPathCapture="HREADY"
export IMPL_skew_ns=0
export IMPL_grtUsageTotal=0.0705
export IMPL_die_x_um=118
export IMPL_synth_avg_cell_area_sq_um=12.0
export IMPL_gr_total_overflow=0
export IMPL_p_int_mw=1.00
export IMPL_maxSlewHeadroom=0.512
export IMPL_power_density_nw_per_um2=484
export IMPL_antenna_cells=0
export IMPL_leakage_nw=1.12
export IMPL_finalSetupViolCount=0
export IMPL_rows=35
export IMPL_portBuffers=97
export IMPL_tool_warnings=34
export IMPL_clk_pin_slew_worst_paths_ns=0.07
export IMPL_grt_pass1_vias=1426
export IMPL_die_size_y_um=118
export IMPL_rr_endpoint="o_waddr[2]"
export IMPL_dpl_hpwl_um=4000
export IMPL_synth_async_reset_ratio=1.00
export IMPL_worstHoldPathType="input port to async pin"
export IMPL_rsz0062_at_grt="false"
export IMPL_ioPinCount=109
export IMPL_dpl_cell_area_sq_um=2700
export IMPL_grt_max_degree=32
export IMPL_r2r_cells=1
export IMPL_arrival_ns=2.18
export IMPL_synth_edff_count=0
export IMPL_p_seq_frac=0.430
export IMPL_finalCritPeriodShare=0.953
export IMPL_rrSetupSlack_ns=2.08
export IMPL_yosysWarningCount=1
export IMPL_final_setup_tns_ns=0
export IMPL_worstSetupEndpointType="primary output"
export IMPL_synth_area_leader_cell="dfrtp_1"
export IMPL_synthCells=145
export IMPL_cts_root_buf="clkbuf_8"
export IMPL_netlist_area_sq_um=1750
export IMPL_p_sw_mw=0.351
export IMPL_cp_start_kind="input port"
export IMPL_ys_area_sq_um=1750
export IMPL_p_sw_frac=0.259
export IMPL_vias_per_cell=3.65
export IMPL_fp_util=0.188
export IMPL_crit_fanout=3
export IMPL_flop_cell="dfrtp_1"
export IMPL_tightest_slew_ns=0.731
export IMPL_num_vias=1290
export IMPL_grt_pass1_wl_um=7980
export IMPL_clkLatencyLatePin_ns=0.28
export IMPL_area_growth_pct=60.2
export IMPL_ys_top_cells_by_area="dfrtp_1, xnor2_1, buf_4"
export IMPL_htreeDepth=2
export IMPL_drc=0
export IMPL_first_pass_iters=4
export IMPL_die_area_sq_um=13900
export IMPL_cts_buffers=5
export IMPL_antenna_found_initial=0
export IMPL_stdcell_area_sq_um=2800
export IMPL_hold_viol=0
export IMPL_drt_wl_total_um=4910
export IMPL_gp_congestion=0.744
export IMPL_startpoint="HADDR[14]"
export IMPL_drt_iter0_markers=26
export IMPL_cts_tree="built"
export IMPL_maxCapViolCount=0
export IMPL_top_cell="buf_4"
export IMPL_drive_gt1_frac=0.170
==> cell type report <==
class / count / area, sq um
Fill cell: 978 / 6480
Inverter: 1 / 3.75
Multi-Input combinational cell: 79 / 737
Timing Repair Buffer: 107 / 1050
Clock buffer: 6 / 72.6
Tap cell: 129 / 161
Sequential cell: 31 / 776
==> critical path, stage by stage <==
cell	delay (ns)
clkdlybuf4s50_1	0.52
xnor2_1	0.13
nand4_1	0.17
nor4_4	0.28
buf_4	0.15
nand4_1	0.08
dlygate4sd2_1	0.27
==> metrics by stage <==
step | worst slack (ns) | hold WS [ns] | power (mW) | utilization | cells
floorplan | 1.13 | 0.284 | 0.756 | - | 146
global placement | -0.0763 | 0.522 | 1.05 | 0.290 | 346
detailed placement | -0.0773 | 0.528 | 1.05 | 0.290 | 346
CTS | 0.0243 | 0.392 | 1.39 | 0.300 | 353
global route | 0.00667 | 0.416 | 1.46 | 0.301 | 353
finish | 0.137 | 0.355 | 1.35 | 0.301 | 353
==> cell usage in the layout, fill, tap and decap left out, types with 2 or more instances in the layout <==
cell type,synthesis,layout
buf_4,32,10
clkbuf_8,0,5
clkdlybuf4s50_1,0,87
conb_1,1,2
dfrtp_1,31,31
dlygate4sd2_1,0,4
dlymetal6s2s_1,0,5
mux2_1,11,11
mux2_2,19,19
nand4_1,8,8
xnor2_1,30,29
==> worst min path at each step <==
stage	to	startpoint	depth (start not counted)
finish	o_waddr[23]	HRESETn	1
global route	o_waddr[10]	HRESETn	1
CTS	o_waddr[23]	HRESETn	1
==> state kept, by name (all words and copies together), names as in the netlist <==
signal   cells
o_waddr     30
o_we         1
==> per-layer routing <==
metal,global-route usage,vias to the layer above,share of wire
met3,0.0316,5,0.092
met4,0.00696,0,0.011
met2,0.117,54,0.48
met1,0.0850,605,0.42
li1,-,626,-
met5,0,-,0
==> power groups by stage <==
stage	combinational [mW]	clock [mW]	sequential, mW
6_report	0.451	0.321	0.583
4_1_cts	0.469	0.340	0.584
5_1_grt	0.498	0.363	0.597
==> timing repair <==
action | 4_1_cts | 5_1_grt
pin swaps | 4 | 3
setup buffers | 1 | 0
endpoints found under the hold margin | 0 | 0
gates resized | 6 | 5
endpoints found under the setup margin | 2 | 1
==> cells by family after synthesis <==
group / synth area share
muxes: 0.193
other: 0.00215
DFF: 0.444
AOI/OAI and AO/OA: 0.00286
buffers and inverters: 0.148
xor gates and xnor gates: 0.150
and+or+nand+nor: 0.0587
Power figures rest on the tool's default switching activity, not on a simulated workload.
